==> design.v <==
module B230213CS_ASWIN_1(
	input wire clk,
	input wire rst_n,
	input wire data,
	output reg seq_detected
);
parameter s0 = 3'b000,
			 s1 = 3'b001,
			 s2 = 3'b010,
			 s3 = 3'b011,
			 s4 = 3'b100;
reg [2:0] cur_state, next_state;
always @(posedge clk or negedge rst_n) begin
	if(!rst_n)
		cur_state <= s0;
	else
		cur_state <= next_state;
end
always @(cur_state,data) begin
	case (cur_state)
		s0: begin
			if(data == 1'b1)
				next_state = s1;
			else
				next_state = s0;
		end
		s1: begin
			if(data == 1'b1)
				next_state = s2;
			else
				next_state = s0;
		end
		s2: begin
			if(data == 1'b0)
				next_state = s3;
			else 
				next_state = s0;
		end
		s3: begin
			if(data == 1'b1)
				next_state = s4;
			else
				next_state = s0;
		end
		s4: begin
			next_state = s0;
		end
		default: begin
			next_state = s0;
		end
	endcase
end 
always @(cur_state) begin
	case(cur_state)
		s4:begin 
			seq_detected = 1'b1;
		end
		default: begin
			seq_detected = 1'b0;
		end
	endcase
end
endmodule
==> run.sh <==
#!/bin/bash
# OpenROAD 26Q1-2900-gdf79404cd8, Yosys 0.63+post, stock flow scripts
make -C /OpenROAD-flow-scripts/flow DESIGN_CONFIG=/design/flow/config.mk WORK_HOME=/design/flow/orfs finish
==> config.mk <==
export PLATFORM = sky130hd
export DESIGN_NAME = B230213CS_ASWIN_1
export DESIGN_NICKNAME = B230213CS_ASWIN_1
export VERILOG_FILES = /design/flow/design.v
export SDC_FILE = /design/flow/constraint.sdc
export NUM_CORES = 4
export LEC_CHECK = 1
export CORE_AREA = 10 10 70 70
export DIE_AREA = 0 0 80 80
==> constraint.sdc <==
current_design B230213CS_ASWIN_1

set clk_period 1.5
set clk_io_pct 0.2

create_clock -name clk0 -period $clk_period [get_ports {clk}]

set non_clock_inputs [all_inputs -no_clocks]
set_input_delay [expr $clk_period * $clk_io_pct] -clock clk0 $non_clock_inputs
set_output_delay [expr $clk_period * $clk_io_pct] -clock clk0 [all_outputs]
==> Slide: Implementation Results <==
Flow Results at a Glance

Finish
  • Top cells excl fill/tap: 4 x dfrtp_1, 3 x and2_2, 3 x clkbuf_4, 3 x clkdlybuf4s50_1
  • Max reg flops: 5
  • Reg with most FFs: cur_state
  • Area growth syn-to-layout: 61.9%
  • FILL cells: 408
  • Most numerous logic cell after layout: dfrtp_1
  • Share of cells above drive strength 1: 47.4%
  • Comb. cell area: approximately 58 sq um
  • Biggest regs: cur_state x5
  • Reg area: 126 sq um

CTS
  • Deepest clock path buffer count: 2
  • H-tree levels: 1
  • Hold Buf Count CTS: 0
  • Clock root cell: clkbuf_4
  • Clk ins delay skew pair: 0.23 ns
  • PostCTS Resize Cnt: 0
  • Number of setup buffers added after CTS: 0
  • Clk sinks: 5
  • Clock transition at path regs: around 0.040 ns
  • CTS tree: done
  • CTS buffer count: 3

STA
  • Layout Skew: a little under 0.0006 ns
  • Post-layout min period: about 1.4 ns
  • Worst-Margin Slew: between 0.2 and 0.25 ns
  • Setup_tns: 0 ns
  • Setup violators final: 0
  • RSZ-0062 raised after global routing: no
  • Slew headroom: 84.2%
  • Worst hold margin: between 0.2 and 0.3 ns
  • Max Transition Viols Final: 0
  • Crit share post-route: 91.1%
  • Fin. Hold Viols: 0
  • FMAX: 0.732 GHz

Critical path
  • Largest stage delay, worst path: 0.49 ns
  • Worst Path Max Fanout: 2
  • Worst setup SP type: flip-flop
  • CP max-delay cell: clkdlybuf4s50_1
  • CP endpoint kind: output pin
  • Critical Path AT: roughly 1.1 ns
  • Delay-heaviest family, CP: buffers and inverters
  • CP Cell Sequence: clkdlybuf4s50_1
  • Worst path required time: roughly 1.2 ns
  • Buf+Inv Stages, Crit Path: 1
  • Crit Path Class: reg2out

GRT
  • Global Route Usage Sum: under 10%
  • Number of global-route vias before repair: approximately 130
  • GR Overflow Total: 0
  • Largest net degree at the start of global routing: 7
  • Initial antenna violation count: 0
  • Global-route wire length before repair: approximately 570 microns

Pwr
  • Leakage: 0.114 nW
  • Pwr dens: 1080 nW/um^2
  • Maximum VDD drop: 0.660 mV

Yosys
  • Area leader, netlist: dfrtp_1
  • Max-area cell share: 54.4%
  • Mean post-synth cell area: 15.3 sq um
  • Cell Type Count: 7
  • Biggest area cells: dfrtp_1 54%, dfstp_2 14%, and2_2 12%
  • Yosys synthesis chip area: ~180 sq um
  • Post-synth seq share: 68.7%
  • Synth warn: 1
  • Ys flops: 5
  • Synth Instances: 12
  • Cell Area, Synth: between 150 and 200 sq um
  • Yosys cell count: 12

Outcome
  • Status: complete, no violations

Die
  • Chip height: 80 microns
  • Row count: 21
  • Die width: 80 microns
  • DIE AREA: 6400 sq um
  • Fp util: under 10%
  • Core area: ~3400 sq um
  • Ports: 4

Drt
  • Vias: 118
  • Post-DR wirelength/cell: about 5.5 microns
  • Drt total wl: 359 microns
  • DRC viols: 0
  • Initial DRC count: 3
  • Pre-antenna DRT Iters: 2
  • Vias per Instance: 1.82
  • Antenna-violating nets left: 0
  • ANT cells: 0

Run
  • OpenROAD warning count: 25
  • Max cap viols: 0

Worst hold path
  • Worst hold path class: in2async

Placement
  • Placer Congestion: 0.627
  • I/O Buffers: 3
==> synthesized netlist by cell type <==
cell type,number
nor4_2,1
dfrtp_1,4
dfstp_2,1
and2_2,3
nor2b_1,1
o21bai_1,1
and2b_2,1
==> cell type report <==
cell class              instances  area share, %
clock buffers                   4           8.82
well taps                      46           19.3
multi-input cells               7           19.3
repair buffers                  3           10.1
flip-flops and latches          5           42.4
==> power breakdown <==
part / leakage (nW) / internal, mW / switching [mW]
registers: 0.0646 / 0.146 / 0.00531
clock network: 0.0150 / 0.100 / 0.0489
logic: 0.0341 / 0.0129 / 0.00766
==> worst paths after layout <==
path	startpoint	end	slack (ns)	depth (start not counted)
max reg2reg	cur_state[0]	cur_state[0]	0.71	2
max	cur_state[1]	seq_detected	0.13	1
min reg2reg	cur_state[1]	cur_state[0]	0.49	1
max in group asynchronous	rst_n	cur_state[0]	0.95	1
min in group clk0	cur_state[1]	cur_state[0]	0.49	1
min	rst_n	cur_state[1]	0.29	1
==> metrics by stage <==
step,total power [mW],instances,cell area [sq um],worst slack (ns),util (%)
5_1_grt,0.349,65,298,0.0772,8.72
3_5_place_dp,0.173,61,272,0.244,7.95
4_1_cts,0.325,65,298,0.116,8.72
2_1_floorplan,0.160,12,184,0.759,-
6_report,0.320,65,298,0.134,8.72
3_3_place_gp,0.172,61,272,0.269,7.95
==> logic make-up after synthesis <==
group / count (synthesis) / synth area share (%)
simple gates: 6 / 27.2
compound gates: 1 / 4.08
flops: 5 / 68.7
==> per-layer routing <==
metal  track usage [%]  up-vias  routed length, microns
li1                  -       53                       -
met4             0.352        0                       0
met2              1.12        8                     100
met1              1.74       57                     217
met5                 0        -                       0
met3              1.14        0                      41
Power and IR drop assume default switching activity.
