<file path="./design.v">
module b230213cs_aswin_1(A,B,S,Cout,Cin);
	input [7:0]A;
	input [7:0]B;
	input Cin;
	output [7:0]S;
	output Cout;
	wire c1,c2,c3,c4,c5,c6,c7;
  full_adder add1(A[0],B[0],cin,S[0],c1), add2(A[1],B[1],c1,S[1],c2), add3(A[2],B[2],c2,S[2],c3), add4(A[3],B[3],c3,S[3],c4);
  full_adder add5(A[4],B[4],c4,S[4],c5), add6(A[5],B[5],c5,S[5],c6), add7(A[6],B[6],c6,S[6],c7), add8(A[7],B[7],c7,S[7],cout);
endmodule
module half_adder(a, b, sum, carry);
	input a, b;
	output sum, carry;
	xor(sum, a, b);
	and(carry, a, b);
endmodule
module full_adder(a, b, cin, sum, cout);
	input a, b, cin;
	output sum, cout;
	wire w1, w2, w3, w4;	
	half_adder half1(a, b, w1, w2), half2(cin, w1, sum, w3);
	or(cout, w2, w3);
endmodule
</file>
<file path="./run.sh">
#!/bin/bash
# OpenROAD 26Q1-2900-gdf79404cd8, Yosys 0.63+post, stock flow scripts
make -C /OpenROAD-flow-scripts/flow DESIGN_CONFIG=/design/flow/config.mk WORK_HOME=/design/flow/orfs finish
</file>
<file path="./config.mk">
export PLATFORM = sky130hd
export DESIGN_NAME = b230213cs_aswin_1
export DESIGN_NICKNAME = b230213cs_aswin_1
export VERILOG_FILES = /design/flow/design.v
export SDC_FILE = /design/flow/constraint.sdc
export NUM_CORES = 4
export LEC_CHECK = 1
export CORE_AREA = 10 10 70 70
export DIE_AREA = 0 0 80 80
</file>
<file path="./constraint.sdc">
current_design b230213cs_aswin_1

set clk_period 7.7
set clk_io_pct 0.2

create_clock -name clk0 -period $clk_period

set non_clock_inputs [all_inputs -no_clocks]
set_input_delay [expr $clk_period * $clk_io_pct] -clock clk0 $non_clock_inputs
set_output_delay [expr $clk_period * $clk_io_pct] -clock clk0 [all_outputs]
</file>
==> CHANGELOG.md <==
### Implementation results

- Status: complete, no violations
- Total gr overflow: 0
- Largest net degree at the start of global routing: 2
- All-Layer GR Usage: 0.0207
- Initial DRC Count: 3
- Routed WL: about 710 um
- Core area: 3420 um2
- Input/output buffers: 23
- Gpl congestion: 0.848
- First-pass GRT wire length: 1010 um
- Slowest library cell on the worst path: clkdlybuf4s50_1
- P_leak: 0.181 nW
- Logic area: 156 um2
- CTS resizes: 0
- Synth warn: 4
- CP max stage delay: 0.49 ns
- RSZ-0062 raised after global routing: false
- Routed len/inst: 8.54 um
- Crit path cell chain: clkdlybuf4s50_1, and2_1, fa_1, fa_1, fa_1, fa_1, fa_1, inv_1, fa_1, inv_1, clkdlybuf4s50_1
- Vias in the first global route: 190
- Achievable Freq: about 0.15 GHz
- Register share after synthesis: 0
- Top Ports: 26
- Critical Path RT: between 6 and 7 ns
- Layout cell share with drive strength beyond 1: 0
- TritonRoute pass-1 iters: 2
- Final instance count without filler cells: 83
- DIE AREA: 6400 um2
- Reg area: 0 um2
- Yosys top cell by area: fa_1
- Fin crit period: 6.59 ns
- Max Slew Vio Count: 0
- Setup-failing EPs final: 0
- Post-route total power: 31.1 uW
- Routed vias: around 170
- Flop count: 0
- Period utilization: 0.855
- Final core utilization: 0.134
- DRC Markers: 0
- Setup crit start: A[0]
- Setup TNS: 0 ns
- Most used cell, CP: fa_1
- Tightest Hold Check Type: primary input to output port
- Hold Violations, Final: 0
- Cell variety after synth: 6
- Critical path class: primary input to output port
- Post-CTS Hold Buffers: 0
- Vias per cell: 2.07
- Critical Path AT: between 5 and 6 ns
- Top cells by area: fa_1 (51%), buf_4 (29%), xnor3_1 (9.6%), inv_1 (6.4%), and2_1 (2.7%)
- Syn Area/Cell: 10.7 um2
- DP HPWL: 713 um
- Number of cell rows: 21
- Postcts setup bufs: 0
- Placed cells: 83
- CLK BUF: 0
- CP endpoint: S[6]
- Diodes inserted: 0
- Die height: 80 um
- P&R area growth vs syn: 95.2%
- Synthesized cell area: 235 um2
- OpenROAD warning count: 33
- Init Core Util: 0.0689
- Die W: roughly 80 um
- Cells after Synth: 22
- Crit path max fanout: 1
- Yosys chip area: approximately 240 um2
- Post-synth top area share: 0.511
- Pwr dens: 67.6 nW/um2
- Post-route ant nets: 0
- Yosys stat cell total: 22
- Worst setup EP type: output port
- Fillers: 395
- Startpoint types: primary input
- Max_cap viols: 0
- Placed inst area: 459 um2
- Post-route cell area: approximately 460 um2
- Worst VDD drop: 26.3 uV
- Initial antenna violation count: 0
-- cells by family after synthesis --
logic type	count (synthesis)	synth area share
other cells	1	0.0159
fa+ha+maj	6	0.511
buf+inv	13	0.351
xor+xnor	1	0.0957
simple gates	1	0.0266
-- worst min path at each step --
stage,to,depth (start not counted),slack (ns),start
CTS,S[7],3,4.09,A[7]
global route,S[7],3,4.11,A[7]
finish,S[7],3,4.08,A[7]
-- cell usage after synthesis, drive strengths merged --
library cell and count:
and2 1, buf 9, conb 1, fa 6, inv 4, xnor3 1
-- placed cells by master, fill, tap and decap left out --
cell type        synthesis  layout
clkdlybuf4s50_1          0      23
and2_1                   1       1
xnor3_1                  1       1
inv_1                    4       4
fa_1                     6       6
conb_1                   1       2
-- through the flow --
| stage | hold slack (ns) | setup WS, ns |
|---|---|---|
| floorplan | 3.27 | 1.91 |
| CTS | 4.09 | 1.09 |
| global placement | 4.07 | 1.11 |
| finish | 4.08 | 1.11 |
| global route | 4.11 | 0.946 |
| detailed placement | 4.10 | 1.09 |
-- report_power, final --
group	internal [mW]	switching, mW
Combinational	0.0232	0.00785
Clock	0	0
Sequential	0	0
Total	0.0232	0.00785
-- per-layer routing --
metal | vias to the layer above | wire, um | share of wire | GRT usage
li1 | 81 | - | - | -
met1 | 69 | 386 | 0.54 | 0.0331
met2 | 22 | 190 | 0.27 | 0.0257
met3 | 0 | 132 | 0.19 | 0.00909
met4 | 0 | 0 | 0 | 0
met5 | - | 0 | 0 | 0
-- cell type report --
type                       count  share of cell area
tap                           46               0.125
multi-input combinational     10               0.341
timing repair buffer          23               0.501
inverter                       4              0.0327
-- worst max-delay path: cells and delay by family --
| family | cells | cell delay (ns) |
|---|---|---|
| buffers and inverters | 4 | 1.02 |
| adders and majority gates | 6 | 2.32 |
| and+or+nand+nor | 1 | 0.17 |
Power is estimated from default activity; no workload was simulated.
